`config.mk`:
```
export PLATFORM = sky130hd
export DESIGN_NAME = div_datapath
export DESIGN_NICKNAME = div_datapath
export VERILOG_FILES = /design/flow/design.v
export SDC_FILE = /design/flow/constraint.sdc
export NUM_CORES = 4
export LEC_CHECK = 1
export CORE_UTILIZATION = 40
```
`constraint.sdc`:
```
current_design div_datapath

set clk_period 5.4
set clk_io_pct 0.2

create_clock -name clk0 -period $clk_period [get_ports {clk}]

set non_clock_inputs [all_inputs -no_clocks]
set_input_delay [expr $clk_period * $clk_io_pct] -clock clk0 $non_clock_inputs
set_output_delay [expr $clk_period * $clk_io_pct] -clock clk0 [all_outputs]
```
`design.v`:
```
module div_datapath (pgtn,loadn,loads,loadp,clear,inc,data_in, clk);
  input [15:0] data_in;
  input clear,loadn,loads,loadp,inc,clk;
  output pgtn;
  wire [15:0] nw,pw,subout,q,bus;
  assign bus = loadn ?  data_in : subout;
  assign ld = loadn | loads  ;
  PIPO A(nw,bus,ld,clk,clear);
  PIPO B(pw,data_in,loadp,clk,clear);
  	CMP C(pgtn,nw,pw);
  	SUB D(subout,nw,pw);
  CNT E(q,clear,inc,clk);
endmodule    
    module PIPO(out,in,ld,clk,clr);
    input [15:0] in;
    input ld,clk,clr;
    output reg [15:0] out;
    always@(posedge clk)
      if (clr)
        out <= 0;
    else if(ld)
        out <= in;
  endmodule
module CNT(q,clr,inc,clk);
  input inc,clk,clr;
  output reg [15:0] q;
  always@(posedge clk)
    if (clr)
      q <= 0;
  else if(inc)
      q <= q + 1;
endmodule
  module CMP(pgtn,in1,in2);
    input [15:0] in1 , in2;
    output pgtn;
    assign pgtn = (in1 < in2);
  endmodule
  module SUB(subout,in1,in2);
    input [15:0] in1,in2;
    output reg [15:0] subout;
    always@(*)
      subout = in1 - in2;
  endmodule
module div_ctrlpath (loadn, loadp, loads,clear, inc, stop, clk, pgtn, start);   
  input pgtn,start,clk;
  output reg loadn,loadp,loads,clear,inc,stop;
  reg [2:0] state;
  parameter s0 =3'b000 ,s1=3'b001,s2=3'b010,s3=3'b011,s4=3'b100;
  always@(posedge clk)
    case(state)
      s0:if(start)
        state<=s1;
      s1:state<=s2;
      s2:if(pgtn)
         state<=s4;
        else
          state<=s3;
      s3:#2 if(pgtn)
         state<=s4;
        else
          state<=s3;
      s4:state<=s4;
      default:state<=s0;
    endcase
  always@(state)
    case(state)
      s0:begin
        loadn=0;loadp=0;loads=0;clear=1;inc=0;stop=0;
      	end
      s1:begin
        loadn=1;clear=0;
      end
      s2:begin
        loadp=1;loadn=0;
      end
      s3:begin
         inc=1;
         loadp=0;
         loads=1;
         end
       s4:begin
         inc=0;
         loads=0;
         stop=1;
       end
      default:begin
        loadn=0;loadp=0;loads=0;clear=1;inc=0;
      	end
    endcase
endmodule
```
`run.sh`:
```
#!/bin/bash
# OpenROAD 26Q1-2900-gdf79404cd8, Yosys 0.63+post, stock flow scripts
make -C /OpenROAD-flow-scripts/flow DESIGN_CONFIG=/design/flow/config.mk WORK_HOME=/design/flow/orfs finish
```
==> impl_results.html <==
<p>Metrics extracted from the flow reports.</p>
<table>
<tr><th>Metric</th><th>Value</th></tr>
<tr><th colspan="2">Run status</th></tr>
<tr><td>Outcome</td><td>finished, final reports clean</td></tr>
<tr><th colspan="2">Clock network</th></tr>
<tr><td>Clock latency of the later-clocked register in the worst-skew pair</td><td>0.28 ns</td></tr>
<tr><td>Number of hold-repair buffers added at the cts stage</td><td>0</td></tr>
<tr><td>H-tree Lvls</td><td>2</td></tr>
<tr><td>Total of cells resized after clock tree synthesis</td><td>0</td></tr>
<tr><td>TritonCTS clock tree</td><td>yes</td></tr>
<tr><td>Clk Tree Root Cell</td><td>clkbuf_8</td></tr>
<tr><td>Post-CTS Setup Bufs</td><td>0</td></tr>
<tr><td>Number of buffers added by the clock tree synthesis step</td><td>5</td></tr>
<tr><td>Maximum buffer depth of the clock tree</td><td>2</td></tr>
<tr><td>Total number of clock tree sinks</td><td>32</td></tr>
<tr><td>Reg clk slew, reported paths</td><td>0.07 ns</td></tr>
<tr><th colspan="2">Global routing</th></tr>
<tr><td>Global-route wire length before repair</td><td>8630 um</td></tr>
<tr><td>Global-route usage over all layers</td><td>18.5%</td></tr>
<tr><td>Maximum number of pins on one net before global-route repair</td><td>32</td></tr>
<tr><td>Remaining global-route overflow</td><td>0</td></tr>
<tr><td>Initial antenna violation count</td><td>0</td></tr>
<tr><td>Via count of the first global-routing pass</td><td>1,836</td></tr>
<tr><th colspan="2">Synthesis</th></tr>
<tr><td>Yosys chip area</td><td>2210 um^2</td></tr>
<tr><td>Count of library flops with an enable pin</td><td>0</td></tr>
<tr><td>Cell count listed in synth_stat.txt</td><td>271</td></tr>
<tr><td>Warning count from the yosys run</td><td>4</td></tr>
<tr><td>Number of flip-flops and latches in the synthesized netlist</td><td>32</td></tr>
<tr><td>Post-Syn Area</td><td>2210 um^2</td></tr>
<tr><td>Mean instance size in the synthesized netlist</td><td>8.14 um^2</td></tr>
<tr><td>Fraction of the yosys area taken by sequential cells</td><td>29.0%</td></tr>
<tr><td>Async set-reset flop share out of synthesis</td><td>0%</td></tr>
<tr><td>Instance count of the mapped netlist</td><td>271</td></tr>
<tr><td>Main flop type after synthesis</td><td>dfxtp_1</td></tr>
<tr><td>Number of distinct standard cells referenced by the synthesized netlist</td><td>53</td></tr>
<tr><th colspan="2">Worst setup path</th></tr>
<tr><td>Setup slack of the most critical reg-to-reg path</td><td>3.23 ns</td></tr>
<tr><td>Largest fanout of any net on the critical path</td><td>6</td></tr>
<tr><td>Worst setup path category</td><td>register to output port</td></tr>
<tr><td>Slowest stage cell on the critical path</td><td>fa_1</td></tr>
<tr><td>Data arrival time of the critical path</td><td>2.76 ns</td></tr>
<tr><td>Cell Chain, Critical Path</td><td>inv_1 -&gt; ha_1 -&gt; fa_1 -&gt; nor2b_2 -&gt; o2111ai_2 -&gt; a31oi_4 -&gt; a31oi_1 -&gt; o21a_1 -&gt; clkdlybuf4s50_1</td></tr>
<tr><td>Cell class contributing the biggest share of worst-path delay</td><td>AND-OR/OR-AND gates</td></tr>
<tr><td>Buffers plus inverters on the worst setup path</td><td>2</td></tr>
<tr><td>Worst path required time</td><td>4.32 ns</td></tr>
<tr><td>Crit-path max cell delay</td><td>0.41 ns</td></tr>
<tr><td>Crit. End Element</td><td>output port</td></tr>
<tr><td>Startpoint type of the worst setup path</td><td>register</td></tr>
<tr><th colspan="2">STA</th></tr>
<tr><td>Slew at the pin closest to its max-slew limit</td><td>0.543 ns</td></tr>
<tr><td>Final Setup Violations</td><td>0</td></tr>
<tr><td>Worst hold slack across all endpoints</td><td>0.493 ns</td></tr>
<tr><td>Final critical-path required period</td><td>3.84 ns</td></tr>
<tr><td>Number of failing hold endpoints at the final stage</td><td>0</td></tr>
<tr><td>Max Clk Rate</td><td>261 MHz</td></tr>
<tr><td>Headroom to the max-slew limit</td><td>63.7%</td></tr>
<tr><td>Setup repair after global routing missed its margin</td><td>false</td></tr>
<tr><td>Max-slew violation count</td><td>0</td></tr>
<tr><td>Final sum of negative setup slack</td><td>0 ns</td></tr>
<tr><td>Final WS setup</td><td>1.56 ns</td></tr>
<tr><td>Final critical-path share of the clock period</td><td>71.1%</td></tr>
<tr><td>Worst-case clock skew</td><td>0.00348 ns</td></tr>
<tr><th colspan="2">Placed design</th></tr>
<tr><td>Worst slack at placement</td><td>1.91 ns</td></tr>
<tr><td>Post-detailed-placement half-perimeter wirelength</td><td>3440 um</td></tr>
<tr><td>Weighted congestion reported at the end of routability-driven placement</td><td>0.872</td></tr>
<tr><td>Cell Count Post-Placement</td><td>352</td></tr>
<tr><td>Buffers on Ports</td><td>21</td></tr>
<tr><td>Cell area reported after detailed placement</td><td>2470 um^2</td></tr>
<tr><th colspan="2">Detailed routing</th></tr>
<tr><td>Total Wirelength</td><td>4910 um</td></tr>
<tr><td>Vias</td><td>1,904</td></tr>
<tr><td>Antenna Nets Post-Route</td><td>0</td></tr>
<tr><td>Number of design-rule violations left by the first detailed-router iteration</td><td>72</td></tr>
<tr><td>DR WL/cell</td><td>13.6 um</td></tr>
<tr><td>Final routed DRC violation total</td><td>0</td></tr>
<tr><td>Diode count</td><td>0</td></tr>
<tr><td>Total iterations of the first detailed-routing run</td><td>4</td></tr>
<tr><td>Vias per cell</td><td>5.29</td></tr>
<tr><th colspan="2">Die</th></tr>
<tr><td>Die Span Y</td><td>76.3 um</td></tr>
<tr><td>Row count</td><td>26</td></tr>
<tr><td>Die Width</td><td>76.3 um</td></tr>
<tr><td>Number of top-level design ports</td><td>23</td></tr>
<tr><td>Core ar.</td><td>5200 um^2</td></tr>
<tr><td>Starting density of the core</td><td>42.4%</td></tr>
<tr><td>Die outline area</td><td>5820 um^2</td></tr>
<tr><th colspan="2">Layout</th></tr>
<tr><td>Fin cells</td><td>360</td></tr>
<tr><td>P&amp;R area growth vs syn</td><td>16.2%</td></tr>
<tr><td>Ratio of cells with drive above 1 in the final layout</td><td>7.59%</td></tr>
<tr><td>Cell area after layout</td><td>2560 um^2</td></tr>
<tr><td>Final-layout fill cell count</td><td>518</td></tr>
<tr><th colspan="2">Flow run</th></tr>
<tr><td>Tally of max-capacitance violations</td><td>0</td></tr>
<tr><td>Number of OpenROAD warnings</td><td>26</td></tr>
<tr><th colspan="2">Power</th></tr>
<tr><td>Power per cell area</td><td>283 nW/um^2</td></tr>
<tr><td>IR drop worst, VDD</td><td>0.107 mV</td></tr>
<tr><td>Static leakage power</td><td>1.12 nW</td></tr>
<tr><th colspan="2">Hold path</th></tr>
<tr><td>Classification of the worst-slack hold path</td><td>register to register</td></tr>
</table>
[synth_stat cells (2+ instances only)]
cell type | count | area (um^2)
a211oi_1 | 2 | 15.0
a21o_1 | 4 | 30.0
a21oi_1 | 24 | 120
a21oi_2 | 2 | 17.5
a221o_1 | 2 | 20.0
a311o_1 | 3 | 30.0
a31oi_1 | 4 | 25.0
and3_1 | 10 | 62.6
buf_1 | 3 | 11.3
buf_2 | 5 | 25.0
clkbuf_1 | 5 | 18.8
dfxtp_1 | 32 | 641
ha_1 | 16 | 200
inv_1 | 24 | 90.1
mux2i_1 | 17 | 170
nand2_1 | 15 | 56.3
nand2b_1 | 4 | 25.0
nand3_1 | 7 | 35.0
nand3b_1 | 2 | 15.0
nand4_1 | 2 | 12.5
nor2_1 | 33 | 124
nor2b_1 | 4 | 25.0
nor3_1 | 4 | 20.0
nor3b_1 | 3 | 22.5
o211ai_1 | 2 | 15.0
o21a_1 | 7 | 52.6
o21ai_0 | 7 | 35.0
o311a_1 | 2 | 20.0
o32ai_1 | 2 | 17.5
[routing by layer]
| metal | part of all wire [%] | wire length, um | GRT usage, % | vias up |
|---|---|---|---|---|
| met5 | 0 | 0 | 0 | - |
| met4 | 1.6 | 80 | 2.50 | 0 |
| met3 | 2.7 | 131 | 2.55 | 8 |
| met2 | 42 | 2080 | 29.0 | 25 |
| met1 | 53 | 2620 | 28.4 | 858 |
| li1 | - | - | - | 1013 |
[power by group]
part / switching (W) / internal [W]
Sequential: 0.00000961 / 0.000256
Clock: 0.0000912 / 0.000102
Combinational: 0.000147 / 0.000120
[registers in the layout, indices dropped and copies added (netlist names)]
register,flops
B.out,16
A.out,16
[worst min-delay path: cells and delay by family (launching register included)]
kind,cells,cell delay (ns)
muxes,1,0.06
and+or+nand+nor,1,0.07
DFF,1,0.33
[logic make-up after synthesis]
family / Yosys count / synth area share (%)
and+or+nand+nor: 88 / 19.6
AOI/OAI and AO/OA: 78 / 26.3
buffers and inverters: 37 / 6.58
DFF: 32 / 29.0
muxes: 17 / 7.71
adders and majority gates: 17 / 9.98
xor gates and xnor gates: 2 / 0.794
[layout by cell type, fill, tap and decap left out, types with 10 or more instances in the layout]
cell type	Yosys	layout
nor2_1	33	33
dfxtp_1	32	32
inv_1	24	24
a21oi_1	24	24
clkdlybuf4s50_1	0	21
mux2i_1	17	17
ha_1	16	16
nand2_1	15	15
and3_1	10	10
[worst paths after layout]
path              startpoint        end  cells past startpoint
hold reg to reg    B.out[15]  B.out[15]                      2
setup / recovery    A.out[0]       pgtn                      9
hold / removal     B.out[15]  B.out[15]                      2
setup reg to reg    A.out[0]  A.out[12]                      8
[through the flow]
step | utilization [%] | total power (W)
finish | 49.3 | 0.000726
global route | 49.3 | 0.000777
CTS | 49.3 | 0.000734
detailed placement | 47.5 | 0.000537
global placement | 47.5 | 0.000535
floorplan | - | 0.000472
[cell type report]
cell class | instances | area, um^2 | share of cell area, %
multi-input combinational | 202 | 1420 | 55.4
tap | 70 | 87.6 | 3.41
timing repair buffer | 24 | 233 | 9.07
inverter | 24 | 90.1 | 3.51
clock inverter | 2 | 10.0 | 0.390
clock buffer | 6 | 82.6 | 3.22
sequential | 32 | 641 | 25.0
Power figures rest on the tool's default switching activity, not on a simulated workload.
