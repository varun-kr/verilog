[config.mk]
export PLATFORM = sky130hd
export DESIGN_NAME = gcd
export DESIGN_NICKNAME = gcd
export VERILOG_FILES = /design/flow/design.v
export SDC_FILE = /design/flow/constraint.sdc
export NUM_CORES = 4
export LEC_CHECK = 1
export CORE_UTILIZATION = 50
[constraint.sdc]
current_design gcd

set clk_period 8.1
set clk_io_pct 0.2

create_clock -name clk0 -period $clk_period [get_ports {clk}]

set non_clock_inputs [all_inputs -no_clocks]
set_input_delay [expr $clk_period * $clk_io_pct] -clock clk0 $non_clock_inputs
set_output_delay [expr $clk_period * $clk_io_pct] -clock clk0 [all_outputs]
[design.v]
module gcd(lt,gt,eq,lda,ldb,sel1,sel2,sel3,data_in,clk);
input [15:0] data_in;
input lda,ldb,sel1,sel2,sel3,clk;
output lt,gt,eq;
wire [15:0] A,B,X,Y,subout,bus;  
PIPOA PA(A,bus,lda,clk); 
PIPOB PB(B,bus,ldb,clk);
cmp c(lt,gt,eq,A,B);
sub s(subout,X,Y); 
mux m1(bus,data_in,subout,sel1);
mux m2(X,A,B,sel2); 
  mux m3(Y,A,B,sel3);  
endmodule  
module PIPOA(A,bus,lda,clk);
  input [15:0] bus;
  input lda,clk;
  output reg [15:0] A;
  always@(posedge clk)
    if (lda)
      A <= bus;
endmodule
module PIPOB(B,bus,ldb,clk);
  input [15:0] bus;
  input ldb,clk;
  output reg [15:0] B;
  always@(posedge clk)
    if (ldb)
      B <= bus;
endmodule
module cmp(lt,gt,eq,A,B);
  input [15:0] A,B;
  output lt,gt,eq;
  assign lt = (A<B);
  assign gt = (A>B);
  assign eq = (A==B);
endmodule
module sub(subout,X,Y);
  input [15:0] X,Y;
  output reg [15:0] subout;
  always@(*)
    subout = X-Y;
endmodule
module mux(out,in1,in2,sel);
  input [15:0] in1,in2;
  input sel;
  output [15:0] out;
  assign out = sel  ? in1  : in2;
endmodule
module controller(done,clk,lt,gt,eq,sel1,sel2,sel3,lda,ldb,start);
  input clk,lt,gt,eq,start;
  output reg sel1,sel2,sel3,lda,ldb,done;
  reg [2:0] state;
  parameter s0=3'b000,s1=3'b001,s2=3'b010,s3=3'b011,s4=3'b100,s5=3'b101;
  always@(posedge clk)
    case(state)
      s0: if(start) state <= s1;
      s1: state <= s2;
      s2: begin 
          #1 if (lt)
          state <= s3;
        else if(gt)
          state <= s4;
        else if(eq)
          state <=s5;
         end
     s3:begin
        #1 if(gt)
         state <= s4;
        else if(lt)
         state <= s3;
        else if(eq)
          state <= s5;
        end
      s4:begin
        #1 if(gt)
        state <= s4;
        else if(lt)
        state <= s3;
        else if(eq)
        state <= s5;
        end
      s5:state <= s5;
      default:state <= s0;
   endcase
 always@(state)
    case(state)
      s0:
        begin
          done=0;
          lda=1;
          ldb=0;
          sel1=1;
        end
      s1:
        begin
        sel1=1;
        lda=0;
        ldb=1;  
        end
      s2:
        begin
          if(eq)
            done=1;
          else if(lt)
            begin
        	sel1=0;
       	 	sel2=0;
        	sel3=1;
        	ldb=1;
        	lda=0;  
        	end
          else if(gt)
             begin
       		 sel1=0;
       	 	sel2=1;
        	sel3=0;
        	lda=1;
        	ldb=0;  
        	end
        end  
         s3:
        begin
          if(eq)
            done=1;
          else if(lt)
            begin
        	sel1=0;
       	 	sel2=0;
        	sel3=1;
        	ldb=1;
        	lda=0;  
        	end
          else if(gt)
             begin
       		 sel1=0;
       	 	sel2=1;
        	sel3=0;
        	lda=1;
        	ldb=0;  
        	end
        end  
      s4:
        begin
          if(eq)
            done=1;
          else if(lt)
            begin
        	sel1=0;
       	 	sel2=0;
        	sel3=1;
        	ldb=1;
        	lda=0;  
        	end
          else if(gt)
             begin
       		 sel1=0;
       	 	sel2=1;
        	sel3=0;
        	lda=1;
        	ldb=0;  
        	end
        end  
      s5:begin
        done=1;
        lda=0;
        ldb=0;
      end
      default:
          begin
          done=0;
          lda=0;
          ldb=0;
        end
    endcase
endmodule
[run.sh]
#!/bin/bash
# OpenROAD 26Q1-2900-gdf79404cd8, Yosys 0.63+post, stock flow scripts
make -C /OpenROAD-flow-scripts/flow DESIGN_CONFIG=/design/flow/config.mk WORK_HOME=/design/flow/orfs finish
==> run summary <==
Implementation results.

The run finished with clean final reports. The ratio of cells with drive above 1 in the final layout is 0.0833. The number of antenna violations at the first check in global routing is 0.

The area of the mapped netlist is 2720 um^2. The wire length of the first global-routing pass is 9910 um. According to the floorplan report, the total die area is 5740 um^2. The vertical extent of the die is 75.7 um. By area the synthesized netlist is led by sky130_fd_sc_hd__edfxtp_1 35%, sky130_fd_sc_hd__ha_1 14%, sky130_fd_sc_hd__mux2i_1 5.9%. The logs give a warning total of 26. The number of distinct library cells after synthesis is 55. TritonCTS built the clock tree. In the synthesized netlist, the cells that appear most often are 41 x sky130_fd_sc_hd__nand2_1, 32 x sky130_fd_sc_hd__edfxtp_1, 31 x sky130_fd_sc_hd__ha_1.

The run reported a max-capacitance violation count of 0. Buffers inserted during clock tree synthesis total 5. The total setup buffers inserted after CTS is 0. Entering global routing, the biggest net connects 31 pins.

Across every metal layer, demand over resource in global routing totals 0.243. The most repeated cell in the gate-level netlist after synthesis is sky130_fd_sc_hd__nand2_1. The last weighted congestion value of the routability-driven placer is 0.886. The critical setup path kind is in -> reg. For the worst setup path, the data arrival time is 4380 ps.

Max fanout on the critical path was recorded as 30. Setup repair after global routing left no endpoint under its margin. The share of the Yosys chip area taken by registers is 0.353. For this run, the final setup violation count is recorded as 0. The setup TNS is 0 ps.

Per the detailed-route log, wirelength across all metal layers totals 5930 um. The number of global-route vias before repair is 2068. The worst setup path is captured at a register.

The number of standard cells in the layout, taps in and fillers out is 382. The H-tree generated during clock tree synthesis spans 2 levels. The clock tree root driver cell is sky130_fd_sc_hd__clkbuf_8.

The synthesized netlist has a Yosys-reported chip area of 2720 um^2. The number of failing hold endpoints at the final stage is 0. The routed wire length per instance is 15.5 um.

Counting the warning lines in the Yosys log gives 3. The power density over the cells is 256 nW/um^2. The HPWL after detailed placement is 4380 um. In this run the deepest clock path goes through 2 buffers. Fill cells in the final layout number 443. The count of port buffers added during placement is 24.

Relative to the synthesized area, the layout overhead comes to 14.8%. The quantity of hold-fixing buffers added after cts is 0. The measured slew at the worst slew-check pin is 436 ps. The post-route clock period utilization is 0.537.

The clock latency reported for the late side of the worst-skew pair is 290 ps. The count of flip-flops with a built-in enable after synthesis is 32. The register cell area after layout is 961 um^2. According to the report, the first pass of detailed routing completed in 4 iterations. The repair_antennas step left the layout with diodes totalling 0. The script extracted a total leakage power of 1.32 nW. The final max-slew violation count recorded for this run is 0.

The final routed DRC violation total is 0. The multi-input combinational cells in the finished layout cover a total of 1600 um^2. The clock skew is 7.38 ps.

The count of nets left with antenna violations once routing finished came out at 0. Synthesis inferred 32 register bits. The worst IR drop on VDD is 132 uV.

Across all checked pins, the minimum headroom to the slew limit is 0.710. The cell taking the most area after synthesis is sky130_fd_sc_hd__edfxtp_1. The clock sink total is 32. After detailed placement, the design holds a cell count of 374.

At the floorplan stage, the core utilization is reported as 0.526. The area share of the leading cell type in the synthesized netlist is 0.353. For this run, asynchronously set or reset flops after synthesis account for 0. The die span in x is 75.7 um. The core region is 5170 um^2. The commonest register cell is sky130_fd_sc_hd__edfxtp_1. The row count is 26.

The I/O pin total is 25. Dividing the detail-routed via count by the number of cells gives 5.63. The detailed router finished its first iteration with 86 violations. The number of instances in the synthesized netlist is 286. The via count of the routed design is 2149. For this run, the top clock speed supported by timing is 230 MHz. The required time at the worst endpoint is listed as 8120 ps. The startpoint type of the worst setup path is an input pin. The report lists the number of cells resized after CTS as 0. The mean post-synth cell area is 9.51 um^2.

After clock tree synthesis, the clock-pin slew on the worst setup and hold paths is 70 ps. The overall overflow remaining after global route is 0. The path class of the tightest hold or removal check is reg -> reg. The post-route core utilization is 0.603.

The clock period could shrink to 4350 ps. The synthesized netlist was found by Yosys to have 286 cells.
[per-stage QoR]
| step | power [mW] | hold WS [ps] | worst slack (ps) | instance area [um^2] |
|---|---|---|---|---|
| floorplan | 0.554 | 816 | 4180 | 2720 |
| global placement | 0.644 | 879 | 3490 | 3010 |
| detailed placement | 0.647 | 874 | 3460 | 3010 |
| CTS | 0.801 | 884 | 3750 | 3120 |
| global route | 0.869 | 932 | 3460 | 3120 |
| finish | 0.798 | 885 | 3750 | 3120 |
[cell families (layout without fill, tap and decap cells)]
kind of cell,Yosys count,count (layout),synth area share
adders and majority gates,32,32,0.150
and+or+nand+nor,78,78,0.133
muxes,18,18,0.0672
buffers and inverters,33,59,0.0566
xor gates and xnor gates,8,8,0.0258
DFF,32,32,0.353
AOI/OAI and AO/OA,85,85,0.214
[placed cells by master, fill, tap and decap left out, types with 10 or more instances in the layout]
cell type and count:
sky130_fd_sc_hd__a21oi_1 15, sky130_fd_sc_hd__clkdlybuf4s50_1 24, sky130_fd_sc_hd__edfxtp_1 32, sky130_fd_sc_hd__ha_1 31
sky130_fd_sc_hd__inv_1 21, sky130_fd_sc_hd__mux2i_1 16, sky130_fd_sc_hd__nand2_1 41, sky130_fd_sc_hd__nor2_1 10
sky130_fd_sc_hd__o21ai_0 29
[critical path: stages]
cell and delay (ps):
sky130_fd_sc_hd__clkdlybuf4s50_1 450, sky130_fd_sc_hd__buf_4 280, sky130_fd_sc_hd__mux2i_1 230, sky130_fd_sc_hd__ha_1 200, sky130_fd_sc_hd__inv_1 60, sky130_fd_sc_hd__fa_1 420, sky130_fd_sc_hd__a211oi_1 380, sky130_fd_sc_hd__o21ai_1 220
sky130_fd_sc_hd__a21boi_0 250, sky130_fd_sc_hd__xor2_1 150, sky130_fd_sc_hd__o21ai_0 100
[state kept, by name (all words and copies together), names as in the netlist]
register	cells
PB.B	16
PA.A	16
[cell type report]
class                   instances  share of cell area
inverters                      22              0.0265
clock buffers                   6              0.0233
well taps                      70              0.0281
clock inverters                 2              0.0112
multi-input cells             221               0.514
flip-flops and latches         32               0.308
repair buffers                 29              0.0890
[routing by layer]
layer  GRT usage  up-vias  share of wire
met5           0        -              0
met4      0.0412        0          0.019
met3      0.0442       10          0.032
met2       0.378       35           0.44
met1       0.373      991           0.50
li1            -     1113              -
[power by group]
group	internal [mW]	switching [mW]
Clock	0.0913	0.0613
Combinational	0.170	0.220
Sequential	0.233	0.0225
Total	0.495	0.304
[final timing paths]
path	to	start	cells after the start	slack (ps)
min	PA.A[0]	PA.A[0]	3	890
max	PA.A[8]	sel2	11	3750
min reg2reg	PA.A[0]	PA.A[0]	3	890
max reg2reg	PA.A[8]	PB.B[0]	9	5480
No activity file was given, so power comes from the tool's default toggle rates.
