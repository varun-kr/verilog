`flow/design.v`:
```
module seq_detector(out,x,clk,rst);
  input x,clk,rst;
  output reg out;
  reg [2:0] PS,NS;
  parameter s0=3'b000 , s1=3'b001,s2=3'b010,s3=3'b011,s4=3'b100;
  always@(posedge clk)
    if (rst)
      PS <= s0;
    else
      PS <= NS;
  always@(PS,x)
    case(PS)
      s0 :
        begin
          NS  <= x ? s1 : s0;
          out <= x ? 0  : 0 ;
        end 
      s1 :
        begin
          NS  <= x ? s2 : s0;
          out <= x ? 0  : 0 ;
        end 
      s2 :
        begin
          NS  <= x ? s2 : s3;
          out <= x ? 0  : 0 ;
        end 
      s3 :
        begin
          NS  <= x ? s4 : s0;
          out <= x ? 0  : 0 ;
        end 
      s4 :
        begin
          NS  <= x ? s2 : s0;
          out <= x ? 1 : 0 ;
        end 
      default:
        begin
          NS  <= x ? s0 : s0;
          out <= x ? 0  : 0 ;
        end 
    endcase
endmodule
```
`flow/run.sh`:
```
#!/bin/bash
# OpenROAD 26Q1-2900-gdf79404cd8, Yosys 0.63+post, stock flow scripts
make -C /OpenROAD-flow-scripts/flow DESIGN_CONFIG=/design/flow/config.mk WORK_HOME=/design/flow/orfs finish
```
`flow/config.mk`:
```
export PLATFORM = sky130hd
export DESIGN_NAME = seq_detector
export DESIGN_NICKNAME = seq_detector
export VERILOG_FILES = /design/flow/design.v
export SDC_FILE = /design/flow/constraint.sdc
export NUM_CORES = 4
export LEC_CHECK = 1
export CORE_AREA = 10 10 70 70
export DIE_AREA = 0 0 80 80
```
`flow/constraint.sdc`:
```
current_design seq_detector

set clk_period 1.4
set clk_io_pct 0.2

create_clock -name clk0 -period $clk_period [get_ports {clk}]

set non_clock_inputs [all_inputs -no_clocks]
set_input_delay [expr $clk_period * $clk_io_pct] -clock clk0 $non_clock_inputs
set_output_delay [expr $clk_period * $clk_io_pct] -clock clk0 [all_outputs]
```
==> results.ini <==
[final_timing]
fmax_ghz = 0.814
max_slew_margin_pct = 82.2
rsz0062_at_grt = no
min_period_ns = 1.23
hold_viol = 0
final.period_utilization_pct = 87.8
fin_setup_tns_ns = 0
finalMaxSlewViolations = 0
fin_skew_ns = 0.00249
tightest_slew_ns = 0.265
finalSetupViolations = 0

[global_routing]
first_global_vias = 148
grtUsageTotal_pct = 1.20
grt_max_degree = 6
antenna_found_initial = 0
grt-ovfl-total = 0
grt_pass1_wl_um = 607

[placed_design]
routabilityCongestion = 0.650
port_buffers = 3
dp.cells = 63

[floorplan]
core-area_um2 = 3420
die_height_um = 80
fp.dieW_um = 80
fp-row-count = 21
pin_count = 4
fp_util_pct = 4.65
chipArea_um2 = 6400

[cts]
cts.sinks = 5
cts_tree = built
path_clk_slew_ns = 0.04
holdBufCountCts = 0
cts_buffers = 3
cts_max_level = 1
clk_latency_ns = 0.24
root_buffer = clkbuf_4
clockBufferDepth = 2

[power]
ir_worst_vdd_mv = 0.296
total_power_mw = 0.332
p_per_area_nw_per_um2 = 1160
power.leakage_nw = 0.110

[setup_path]
critical_path_class = primary input to output pin
cp-start-kind = primary input
crit_fanout = 2
setup.worst_path.end_class = output pin
required_ns = 1.12
cp.arrival_ns = 0.95

[routing]
wl_per_cell_um = 5.59
vias_per_cell = 1.94
drtIter0Drc = 4
num_antenna_cells = 0
drc = 0
routed_wirelength_um = 380
vias = 132
detail_route.first_pass.iterations = 2
ant_nets = 0

[synthesis]
ys_seq_share_pct = 63.0
yosys_area_um2 = 159
yosys_cells = 13
synth_cell_types = 7
syn_area_um2 = 159
syn_inst = 13
syn_avg_cell_area_um2 = 12.2
ys_warn_count = 1
numSynthFlops = 5

[cells_and_area]
largestRegisters = PS (5)
regMostFlops = PS
fin_util_pct = 8.39
lay_top_count = dfxtp_1
drive_gt1_share_pct = 31.8
most-common-layout-cells = dfxtp_1, clkbuf_4
layoutNonFillerInstCount = 68
area_growth_pct = 80.3
largest_register_ffs = 5

[flow_run]
openroad.warnings = 25
max-cap-violations = 0

[run_status]
run_status = finished, final reports clean

[hold_path]
hold_class = primary input to flop

-- routing by layer --
| layer | track usage [%] | wire length (um) | vias to the layer above |
|---|---|---|---|
| met5 | 0 | 0 | - |
| met4 | 0.528 | 0 | 0 |
| met3 | 1.48 | 71 | 0 |
| met2 | 1.20 | 120 | 6 |
| met1 | 1.39 | 188 | 61 |
| li1 | - | - | 65 |
-- cell type report --
type                       count  area (um2)
fill                         406        3130
timing repair buffer           5        42.5
tap                           46        57.6
clock buffer                   4        26.3
sequential                     5         101
multi-input combinational      8        58.8
-- timing repair --
action,4_1_cts,5_1_grt
hold endpoints to repair,0,0
resized,3,0
endpoints found under the setup margin,1,0
setup buffers,1,0
-- per-stage QoR --
step           setup slack [ns]  hold WS (ns)  cell area, um2
2_1_floorplan             0.665         0.355             159
6_report                  0.171         0.480             287
4_1_cts                   0.163         0.480             287
5_1_grt                   0.146         0.497             287
3_5_place_dp             -0.249         0.480             254
3_3_place_gp             -0.239         0.462             254
-- report_power, final --
part	total [mW]	leakage [nW]	internal, mW	switching, mW
combinational	0.0177	0.0535	0.0107	0.00698
sequential	0.151	0.0414	0.148	0.00257
clock	0.164	0.0150	0.108	0.0563
total	0.332	0.110	0.266	0.0659
-- cells by family (layout without fill, tap and decap cells) --
logic type | count (synthesis) | after routing | share of synthesized area (%)
simple gates | 7 | 7 | 32.3
flops | 5 | 5 | 63.0
compound gates | 1 | 1 | 4.73
buf+inv | 0 | 9 | 0
-- Yosys cell counts --
| library cell | instances | area, um2 |
|---|---|---|
| nor4_1 | 1 | 6.26 |
| and2_2 | 1 | 7.51 |
| o21bai_1 | 1 | 7.51 |
| nor3b_1 | 2 | 15.0 |
| dfxtp_1 | 5 | 100 |
| nor3_1 | 1 | 5.00 |
| and3b_1 | 2 | 17.5 |
-- critical path: stages --
cell and delay (ns):
dlygate4sd2_1 0.24, and2_2 0.19, dlygate4sd2_1 0.24
-- worst paths after layout --
path / from / end / slack (ns) / cells after the start
worst max-delay path: x / out / 0.17 / 3
worst min-delay path: x / PS[4] / 0.48 / 3
worst max register to register: PS[1] / PS[0] / 0.45 / 3
worst min register to register: PS[2] / PS[4] / 0.49 / 1
Power is estimated from default activity; no workload was simulated.
